<file path="flow/design.v">
module cu ( 
    input clk, reset,
    input [2:0] adr1,
    input [2:0] adr2,
    output reg w_rf,
    output reg [2:0] adr,
    output reg DA,SA,SB,
    output reg [3:0] st_out,
    output reg  w_ram
);
    parameter S0_idle = 0 , S1_send_adr1 = 1 , S2_send_adr2 = 2 ,S3_multiply = 3 ,S4_write_ram = 4,S5_read_ram=5 ;
    reg [3:0] PS,NS ;
    always@(posedge clk or posedge reset)
        begin
            if(reset)
                PS <= S0_idle;   
            else    
                PS <= NS ;
        end  
    always@(*)
        begin 
            case(PS)
				S0_idle:begin
				    NS = S1_send_adr1;
                    w_rf =1'b0;
                    w_ram <= 3'b0;
            		st_out <= 4'b0; 
				end
				S1_send_adr1:begin	
				    w_rf <= 1'b1;
				    adr<= adr1;
				    DA <=1'b0;
				    SA <=1'b1;
				    SB <=1'b0;
				    st_out <= 4'b0001;
				    NS = S2_send_adr2;
				end
			    S2_send_adr2:begin
				    w_rf <= 1'b1;
				    adr<= adr2;
				    NS = S3_multiply;
				    DA <=1'b1;
				    SA <=1'b0;
				    SB <=1'b1;
          			st_out <= 4'b0010;
			   end
		       S3_multiply: begin
				    NS = S4_write_ram;	
                    st_out <= 4'b0011;
				    w_ram<= 1'b1;
			   end
               S4_write_ram: begin
                    st_out <= 4'b0100;
				    NS = S5_read_ram;	
			   end
		      S5_read_ram: begin
                    w_ram<= 1'b0;
                    st_out <= 4'b0101;
				    if(!reset) begin
				        NS = S1_send_adr1; 	
				    end
				    else begin
				        NS = S0_idle;
				    end
				end
			endcase
		end
endmodule
`timescale 1ns / 1ps
module main(
    input clk,
    input rst,
    input [2:0]adr1, 
    input [2:0] adr2,
    input [2:0] adr_ram,
    output [7:0] product,
    output [7:0] result,
    output [3:0] st_out);
    wire [3:0] d, a, b;
    wire w_rf;
    wire  w_ram;
    wire sa, sb, da;
    wire [2:0] adr;
rom rom1 (adr, d);
cu cu1(.clk(clk), .reset(rst), .w_rf(w_rf), .adr1(adr1), .adr2(adr2), .w_ram(w_ram), .adr (adr), .DA (da),.SA(sa),.SB(sb), .st_out(st_out));
rf rf1(.A(a), .B (b), .SA(sa), .SB(sb), .D(d), .DA (da), .W(w_rf), .rst(rst), .clk(clk)); 
multiplier mult(.a(a),.b(b),.p(product)); 
ram ram11(.clk(clk), .reset(rst), .address(adr_ram), .write_en(w_ram), .data_in(product), .data_out(result));
endmodule
`timescale 1ns / 1ps
module multiplier(a,b,p); 
input [3:0] a,b;
wire [3:0]m0;
wire [4:0]m1;
wire [5:0]m2;
wire [6:0]m3;
wire [7:0] s1,s2,s3;
output [7:0] p;
assign m0 = {4{a[0]}} & b[3:0];
assign m1 = {4{a[1]}} & b[3:0];
assign m2 = {4{a[2]}} & b[3:0];
assign m3 = {4{a[3]}} & b[3:0];
assign s1 = m0+ (m1<<1);
assign s2 = s1+ (m2<<2);
assign s3 = s2+ (m3<<3);
assign p = s3;
endmodule
`timescale 1ns / 1ps
module ram(
    input wire clk,
    input wire reset,
    input wire [2:0] address,
    input wire write_en,
    input wire [7:0] data_in,
    output reg [7:0] data_out
    );
    reg [7:0] mem [0:7];
    always @ (posedge clk) begin
        if (reset) begin
            mem[0] = 0;
            mem[1] = 0;
            mem[2] = 0;
            mem[3] = 0;
            mem[4] = 0;
            mem[5] = 0;
            mem[6] = 0;
            mem[7] = 0;
       end
       else begin
        if(write_en)
            mem[address] <=data_in;
        else
            data_out = mem[address];
       end
   end
endmodule
`timescale 1ns / 1ps
module rf(A, B, SA, SB, D, DA, W, rst, clk);
	output [3:0]A;  
	output [3:0]B;  
	input SA;  
	input SB;  
	input [3:0]D;  
	input DA;  
	input W;  
	input rst;  
	input clk;
	wire [1:0]load_enable;
	wire [3:0]R00, R01;
	Decoder1to2 decoder (load_enable, DA, W);
	RegisterNbit reg00 (D,R00,load_enable[0], rst, clk);  
	RegisterNbit reg01 (D,R01,load_enable[1], rst, clk);
	Mux2to1Nbit muxA (A,R00, R01, SA);
	Mux2to1Nbit muxB (B,R00, R01,SB); 
endmodule
module RegisterNbit(D, Q,  L, R, clock);
	parameter N = 4;  
	output reg [N-1:0]Q;  
	input [N-1:0]D;  
	input L;  
	input R;  
	input clock;  
	always @(posedge clock or posedge R) begin
		if(R)
			Q <= 0;
		else if(L)
			Q <= D;
		else
			Q <= Q;
	end
endmodule
module Decoder1to2(m, S, en);
	input S;  
	input en;  
	output [1:0]m;  
	assign m[0] = ~S&en;
	assign m[1] = S&en;
endmodule
module Mux2to1Nbit(o, i1,i2, s);
   input [3:0] i1,i2;
   input  s;
   output reg  [3:0] o;
always @(s or i1 or i2)
begin
   case (s)
      1'b0 : o = i1;
      1'b1 : o = i2;
      default : o = 4'b0;
   endcase
end
endmodule
module rom(
    input [2:0] address,
    output reg [3:0] data
);
always @ (address)begin
    case(address)
        3'd0: data = 4'b0011;
        3'd1: data = 4'b0110;
        3'd2: data = 4'b1100;
        3'd3: data = 4'b1001;
        3'd4: data = 4'b0001;
        3'd5: data = 4'b0010;
        3'd6: data = 4'b0100;
        3'd7: data = 4'b1000;
    endcase
  end
endmodule
</file>
<file path="flow/run.sh">
#!/bin/bash
# OpenROAD 26Q1-2900-gdf79404cd8, Yosys 0.63+post, stock flow scripts
make -C /OpenROAD-flow-scripts/flow DESIGN_CONFIG=/design/flow/config.mk WORK_HOME=/design/flow/orfs finish
</file>
<file path="flow/config.mk">
export PLATFORM = sky130hd
export DESIGN_NAME = main
export DESIGN_NICKNAME = main
export VERILOG_FILES = /design/flow/design.v
export SDC_FILE = /design/flow/constraint.sdc
export NUM_CORES = 4
export LEC_CHECK = 1
export CORE_UTILIZATION = 40
</file>
<file path="flow/constraint.sdc">
current_design main

set clk_period 6.7
set clk_io_pct 0.2

create_clock -name clk0 -period $clk_period [get_ports {clk}]

set non_clock_inputs [all_inputs -no_clocks]
set_input_delay [expr $clk_period * $clk_io_pct] -clock clk0 $non_clock_inputs
set_output_delay [expr $clk_period * $clk_io_pct] -clock clk0 [all_outputs]
</file>
==> results_slide.txt <==
Physical Implementation Snapshot

Status
  – Run status: complete, no violations

Critical path
  – Crit path kind: register to primary output
  – CP max FO: 9
  – Crit path DAT: about 4.4 ns
  – Buffer-and-inverter tally for the worst setup path: 2
  – Crit path required time: approximately 5.4 ns
  – Worst setup EP type: primary output
  – Crit-path leading delay family: adder cells
  – Startpoint types: register
  – CP most frequent cell: fa_1
  – CP max stage delay: 0.67 ns
  – Critical-path top delay cell: a21oi_1
  – Cell Chain, Critical Path: mux2i_1, nor2_1, ha_1, fa_1, xor2_1, fa_1, ha_1, fa_1, a21o_1, a21oi_1, inv_1, clkdlybuf4s50_1

Power
  – Psw: roughly 0.00026 W
  – P_leak: 2.043 nW
  – P_int: 0.0008698 W
  – Clock power share: 47.9%
  – Combinational share of power: around 6.7%
  – Switching Share: 23.03%
  – Pwr dens: approximately 220 nW/µm²
  – Flop pwr share: around 45%
  – Power, Total: 0.001130 W
  – VDD IR max: around 120 µV

Synthesis
  – Synth Instances: 500
  – Avg Cell Area, Syn: 9.154 µm²
  – FFs w/ async S/R, synth: 11.46%
  – Yosys aoi share: 15.64%
  – Mux cell area share: 9.951%
  – Ys Warns: 6
  – XOR Share, Synth: 0.9568%
  – Cell Type Count: 57
  – Synth Cell Area: around 4600 µm²
  – Comb area leader: simple AND/OR/NAND/NOR gates
  – Ys cells: 500
  – Synthesis area per yosys: 4577 µm²
  – Simple Share, Synth: 18.04%
  – Post-synth EDFFs: 8
  – Post-synth top flop: dfxtp_1
  – Registers, synthesis: 96
  – Yosys adder share: 5.467%

Routing
  – ANT nets after route: 0
  – Routed len/inst: 15.55 µm
  – Drt first pass iters: 4
  – Via/cell ratio: 5.346
  – # diodes: 0
  – Post-Route WL: 10160 µm
  – DRC Markers: 0
  – Routed vias: 3491
  – Starting DRT DRC Count: 308

STA
  – Fmax: approximately 170 MHz
  – Min Tclk post-route: 5.740 ns
  – Register pins left without a clock: 13
  – Fin crit share: 85.67%
  – Slew Limit Fails: 0
  – Final Hold Viols: 0
  – Slew headroom: ~44%
  – Clock skew: 0.006696 ns
  – Slew @ Worst Pin: 0.8369 ns
  – # setup viols final: 0
  – Count of endpoints without a timing constraint: 19
  – Fin Setup TNS: 0 ns
  – RSZ-0062 raised after global routing: no

Die
  – Die ar.: 11870 µm²
  – Die extent in y: 109.0 µm
  – Row count: 38
  – Die W: approximately 110 µm
  – Floorplan utilization: 41.67%
  – Core area: about 11000 µm²
  – I/O pin total: 31

Placed design
  – Inst Count DP: 637
  – PortBufs: 29
  – HPWL after DPL: 6751 µm
  – RePlAce Congestion: 0.8835

Clock tree
  – Num CTS Buffers: 9
  – Clk pin slew, worst setup/hold paths: 0.06 ns
  – H-Tree Depth: 3
  – Post-CTS sizing: 0
  – TritonCTS clock tree: yes
  – Cts hold-fix bufs: 0
  – Root buffer cell: clkbuf_16
  – Clk Latency, worst-skew pair: 0.33 ns
  – Postcts setup bufs: 0
  – Longest Clk Path Bufs: 2

Cells and area
  – Layout Cells excl Fill: 653
  – Area growth, synth to finish: 14.00%
  – Fill count: 1013
  – Fraction of layout cells with a size suffix above 1: 8.772%

GRT
  – Vias in the first global route: between 3000 and 4000
  – Total track usage: a little under a fifth
  – First-pass GRT wire length: 16620 µm
  – Pin count of the biggest net entering global routing: between 60 and 70
  – Grt total ovfl: 0
  – Initial antenna violation count: 0

Flow run
  – MaxCap Viol Count: 0
  – OpenROAD warnings: 28

Worst hold path
  – Hold Path Class: register to register
flip-flops by register name, indices dropped and copies added, names as in the netlist:
name            flops
cu1.st_out          3
ram11.mem          64
cu1.NS              3
rf1.reg01.Q         4
cu1.DA              1
cu1.adr             3
rf1.reg00.Q         4
cu1.w_rf            1
cu1.w_ram           1
cu1.SA              1
cu1.PS              3
ram11.data_out      8
path summary, 6_finish.rpt:
check                                              from  slack [ns]                            to  cells past startpoint
max                          rf1.reg01.Q[1]$_DFFE_PP0P_        0.96                    product[7]                     12
min                        ram11.mem[4][3]$_SDFFE_PP0P_        0.45  ram11.mem[4][3]$_SDFFE_PP0P_                      2
max reg2reg                  rf1.reg01.Q[1]$_DFFE_PP0P_        2.78  ram11.mem[5][7]$_SDFFE_PP0P_                     11
min reg2reg                ram11.mem[4][3]$_SDFFE_PP0P_        0.45  ram11.mem[4][3]$_SDFFE_PP0P_                      2
max in group asynchronous                           rst        4.94    rf1.reg00.Q[1]$_DFFE_PP0P_                      3
min in group asynchronous                           rst        1.46           cu1.PS[0]$_DFF_PP0_                      3
per-stage QoR:
| step | area [µm²] | worst slack, ns | hold WS, ns | utilization, % |
|---|---|---|---|---|
| 6_report | 5218 | 0.9599 | 0.4550 | 47.51 |
| 5_1_grt | 5218 | 0.7067 | 0.4747 | 47.51 |
| 4_1_cts | 5218 | 0.9570 | 0.4553 | 47.51 |
| 3_5_place_dp | 4892 | 1.326 | 0.4465 | 44.54 |
| 3_3_place_gp | 4892 | 1.404 | 0.4408 | 44.54 |
| 2_1_floorplan | 4577 | 2.180 | 0.4339 | - |
cell usage after synthesis (3+ instances only):
cell type | number | area, µm²
nor2_1 | 74 | 277.8
dfxtp_1 | 64 | 1281
nand2_1 | 53 | 198.9
mux2i_1 | 32 | 320.3
a21oi_1 | 26 | 130.1
a211oi_1 | 21 | 157.7
inv_1 | 20 | 75.07
buf_2 | 16 | 80.08
a221oi_1 | 14 | 122.6
clkbuf_1 | 13 | 48.80
dlxtn_1 | 13 | 195.2
ha_1 | 12 | 150.1
dfrtp_1 | 11 | 275.3
o21ai_0 | 11 | 55.05
nor2b_1 | 10 | 62.56
edfxtp_1 | 8 | 240.2
nand3_1 | 8 | 40.04
a22o_1 | 7 | 61.31
buf_4 | 7 | 52.55
mux2_1 | 7 | 78.83
fa_1 | 5 | 100.1
mux2_2 | 5 | 56.30
nand2b_1 | 4 | 25.02
o221ai_1 | 4 | 35.03
a211oi_2 | 3 | 37.54
a21o_1 | 3 | 22.52
a311o_1 | 3 | 30.03
and3_1 | 3 | 18.77
nor4_1 | 3 | 18.77
xor2_1 | 3 | 26.28
power groups by stage:
stage	sequential, W	clock, W	combinational, W
CTS	0.000514	0.000545	0.0000761
global route	0.000514	0.000570	0.0000828
finish	0.000514	0.000541	0.0000756
cell type report:
type / count / area [µm²] / share of cell area (%)
Clock buffer: 9 / 225.2 / 4.317
Clock inverter: 7 / 100.1 / 1.918
Inverter: 21 / 78.83 / 1.511
Multi-Input combinational cell: 343 / 2301 / 44.10
Sequential cell: 96 / 1992 / 38.18
Tap cell: 140 / 175.2 / 3.357
Timing Repair Buffer: 37 / 345.3 / 6.619
cells in the final DEF, fill, tap and decap left out, drive strengths merged, types with 3 or more instances in the layout:
cell | synthesis | routed
fa | 5 | 5
edfxtp | 8 | 8
a221oi | 14 | 14
ha | 12 | 12
buf | 27 | 9
o221ai | 4 | 4
clkinv | 1 | 4
dfxtp | 64 | 64
xor2 | 3 | 3
mux2i | 32 | 32
clkdlybuf4s50 | 0 | 28
nor2b | 10 | 10
a21o | 3 | 3
nand2 | 55 | 55
a211oi | 24 | 24
inv | 20 | 22
nor4 | 3 | 3
and3 | 3 | 3
a311o | 3 | 3
nor3 | 3 | 3
nand2b | 5 | 5
nor2 | 76 | 76
a21oi | 26 | 26
dlxtn | 13 | 13
dfrtp | 11 | 11
nand3 | 8 | 8
a22o | 7 | 7
o21ai | 11 | 11
mux2 | 12 | 12
clkbuf | 13 | 9
logic make-up (layout without fill, tap and decap cells):
family,Yosys count,in the layout
XOR/XNOR,5,5
AND-OR/OR-AND,100,100
other,1,1
latches,13,13
buffers and inverters,61,74
flip-flops,83,83
adder cells (fa/ha/maj),17,17
multiplexers,44,44
AND/OR/NAND/NOR,176,176
tightest hold or removal path, cell delays in order (launching register included):
cell and delay (ns):
dfxtp_1 0.31, nand2_1 0.05, a21oi_1 0.05
per-layer routing:
layer	GRT usage (%)	wire, µm	part of all wire [%]	vias up
li1	-	-	-	1750
met1	30.23	5012	49	1651
met4	2.896	144	1.4	0
met2	27.49	4505	44	80
met3	2.559	493	4.9	10
met5	0	0	0	-
Power figures rest on the tool's default switching activity, not on a simulated workload.
